**/design/flow/design.v**
```verilog
module mux_32to1_active_low_enable(out, in ,sel, enable);
output out;
input [31:0] in;
input [4:0] sel;
input enable;
wire [1:0]temp_out;
mux_16_active_low_enable m0(temp_out[0], in[15:0], sel[3:0], enable);
mux_16_active_low_enable m1(temp_out[1], in[31:16], sel[3:0], enable);
mux_2_active_low_enable m2(out, temp_out[1:0], sel[4],enable);
endmodule
module mux_16_active_low_enable(out,in,sel,enable);
input [15:0] in;
input [3:0] sel;
input enable;
output out;
wire [3:0]t;
mux_4_active_low_enable m3(t[3],in[15:12], sel[1:0],enable);
mux_4_active_low_enable m2(t[2],in[11:8], sel[1:0],enable);
mux_4_active_low_enable m1(t[1],in[7:4], sel[1:0],enable);
mux_4_active_low_enable m0(t[0],in[3:0], sel[1:0],enable);
mux_4_active_low_enable m4(out,t[3:0], sel[3:2],enable);
endmodule
module mux_4_active_low_enable(out, in, sel,enable);
input [3:0]in;
input [1:0] sel;
input enable;
output out;
wire [1:0] t;
mux_2_active_low_enable m0(t[0],in[1:0],sel[0],enable);
mux_2_active_low_enable m1(t[1],in[3:2],sel[0],enable);
mux_2_active_low_enable m2(out,t[1:0],sel[1],enable);
endmodule
module mux_2_active_low_enable(out, in, sel,enable);
input [1:0] in;
input sel;
input enable;
output out;
wire selb, t2, t1;
wire en_bar = ~enable;
not G1 (selb,sel);
and G2 (t1,in[0],selb,en_bar);
and G3 (t2,in[1],sel,en_bar);
or G4 (out,t1,t2);
endmodule
```
**/design/flow/run.sh**
```bash
#!/bin/bash
# OpenROAD 26Q1-2900-gdf79404cd8, Yosys 0.63+post, stock flow scripts
make -C /OpenROAD-flow-scripts/flow DESIGN_CONFIG=/design/flow/config.mk WORK_HOME=/design/flow/orfs finish
```
**/design/flow/config.mk**
```make
export PLATFORM = sky130hd
export DESIGN_NAME = mux_32to1_active_low_enable
export DESIGN_NICKNAME = mux_32to1_active_low_enable
export VERILOG_FILES = /design/flow/design.v
export SDC_FILE = /design/flow/constraint.sdc
export NUM_CORES = 4
export LEC_CHECK = 1
export CORE_AREA = 10 10 70 70
export DIE_AREA = 0 0 80 80
```
**/design/flow/constraint.sdc**
```tcl
current_design mux_32to1_active_low_enable

set clk_period 2.9
set clk_io_pct 0.2

create_clock -name clk0 -period $clk_period

set non_clock_inputs [all_inputs -no_clocks]
set_input_delay [expr $clk_period * $clk_io_pct] -clock clk0 $non_clock_inputs
set_output_delay [expr $clk_period * $clk_io_pct] -clock clk0 [all_outputs]
```
==> flow_summary.toml <==
# physical design summary
[synth]
synth.yosys.warnings = 0
synth.cells.most_frequent = "mux4_1, buf_6, mux2_2, mux2i_1, mux4_2"
post-synth-top-count-cell = "mux4_1"
netlist-cell-type-count = 15
mappedNetlistArea_um2 = 312
synth.largest_area_cell = "mux4_1"
synth.top_cells.by_area = "mux4_1, mux4_2, buf_6"
synth_chip_area_um2 = 312
syn-mean-instance-area_um2 = 13.5
netlist.area_leader.share = 0.422
synth_sequential_area_ratio = 0
synth_stat.cells = 23
synthesis.instances = 23

[critical_path]
setup.worst_path.start = "in[3]"
cp_data_required_time_ps = 2320
criticalPathCategory = "primary input to primary output"
cp_cell_sequence = "clkdlybuf4s50_1 -> mux4_2 -> mux2_4 -> o311a_1 -> dlygate4sd2_1"
cp-start-kind = "primary input"
maximum_single_stage_delay_on_the_critical_path_ps = 470
worst_path_max_delay_cell = "mux4_2"
critical_path_arrival_ps = 2240
critical_path_sink_type = "primary output"
cp_max_fo = 1

[grt]
global_route.usage.met2 = 0.0843
grt_first_pass_wirelength_um = 2020
gr-max-usage-layer = "met2"
maximum_number_of_pins_on_one_net_before_global_route_repair = 8
grt_util_met3 = 0.0125
globalRouteOverflowTotal = 0
grt_pass1_vias = 425
grt_util_met1 = 0.0387
grt_usage = 0.0404
grt_antenna_before_repair = 0

[final_timing]
timing.max_slew.rel_slack = 0.902
finalWorstPathRequiredPeriod_ps = 2820
setup_viol = 0
worst_slew_pin_slew_ps = 143
grt_setup_unrepaired = "no"
finalClockPeriodUsage = 0.973
slew_viol_final = 0
fmax_mhz = 354
timing_hold_violations_final = 0

[flow_run]
warnings = 32
maxCapViolCount = 0

[drt]
detailedRoute.firstPassIterationCount = 4
routed_wl_um = 1400
routedWlPerCell_um = 12.8
antenna_left = 0
vias = 377
initial_drc_count = 2
final_routed_drc_violation_total = 0
num_antenna_cells = 0
avgViaCountPerCell = 3.46

[die]
core_region_area_um2 = 3420
chip_area_um2 = 6400
die_height_um = 80
core.rowCount = 21
initCoreUtil = 0.0912
i_o_pin_count = 39
horiz_die_dim_um = 80

[placed_design]
dpl.cell_count = 109
port_bufs = 39
gpl.final_weighted_congestion = 0.726
post-dp-hpwl_um = 1340

[finish]
drive_above_1_share = 0.143
layout.area.seq_um2 = 0
layout.filler_cells = 371
layout-area-overhead-vs-synth_pct = 148
nFlopsAndLatches = 0
mi_logic_area_um2 = 282
post_layout_nonfiller_instances = 109
layout.clock_buffers = 0

[power]
pwr-share-seq = 0
netSwitchingFraction = 0.219
ir_drop_v = 0.0000181
comb_power_share = 1.000
design_power_total_w = 0.0000943
p_int_w = 0.0000736
leakagePower_nw = 0.295
power_frac_clock = 0
powerDensity_nw_per_um2 = 122
total_switching_power_w = 0.0000207

[worst_hold_path]
min_delay_path_depth = 4
min-delay-start = "enable"
min_path_type = "primary input to primary output"
min_to = "out"

[status]
run_status = "completed"

[cts]
postCtsSetupBuffers = 0
[cell type report]
cell class | instances | share of cell area
timing repair buffer | 43 | 0.556
multi-input combinational | 19 | 0.365
tap | 46 | 0.0746
inverter | 1 | 0.00486
[per-stage QoR]
stage	hold WS [ps]	cell area, µm²	setup TNS, ps	util	setup slack, ps
after floorplan	1270	312	0	-	632
after global placement	2180	776	-349	0.227	-349
after detailed placement	2170	776	-354	0.227	-354
after CTS	2000	772	0	0.226	9.46
after global routing	2030	772	0	0.226	44.4
final	2000	772	0	0.226	78.1
[how the worst max path moves through the flow]
stage / cells past startpoint / end
CTS: 5 / out
global route: 7 / out
finish: 5 / out
[what timing repair did]
| action | CTS | global route |
|---|---|---|
| pin swaps | 1 | 1 |
| resized | 3 | 0 |
| setup endpoints to repair | 1 | 1 |
| hold buffers | 0 | 0 |
[power by group through the flow]
stage / clock (W) / combinational, W / sequential (W)
CTS: 0 / 0.0000958 / 0
global route: 0 / 0.000101 / 0
finish: 0 / 0.0000943 / 0
[layout by cell type (no fill, tap or decap), drive strengths merged, types with 2 or more instances in the layout]
cell / n
clkdlybuf4s50: 36
mux2: 3
dlygate4sd2: 3
mux4: 7
buf: 4
mux2i: 2
[worst max-delay path, delay by kind of cell]
family / cells / cell delay, ps
mux: 2 / 750
buf+inv: 2 / 630
compound gates: 1 / 290
[logic make-up after synthesis]
logic type | after synthesis | share of synthesized area
AND/OR/NAND/NOR | 2 | 0.0361
multiplexers | 12 | 0.751
AND-OR/OR-AND | 5 | 0.116
buffers and inverters | 4 | 0.0964
[routing by layer]
layer	routed length (µm)	part of all wire
met1	411	0.29
met2	877	0.63
met3	108	0.077
met4	0	0
met5	0	0
Power and IR drop assume default switching activity.
