**flow/run.sh**
```bash
#!/bin/bash
# OpenROAD 26Q1-2900-gdf79404cd8, Yosys 0.63+post, stock flow scripts
make -C /OpenROAD-flow-scripts/flow DESIGN_CONFIG=/design/flow/config.mk WORK_HOME=/design/flow/orfs finish
```
**flow/config.mk**
```make
export PLATFORM = sky130hd
export DESIGN_NAME = mux_32to1
export DESIGN_NICKNAME = mux_32to1
export VERILOG_FILES = /design/flow/design.v
export SDC_FILE = /design/flow/constraint.sdc
export NUM_CORES = 4
export LEC_CHECK = 1
export CORE_AREA = 10 10 70 70
export DIE_AREA = 0 0 80 80
```
**flow/constraint.sdc**
```tcl
current_design mux_32to1

set clk_period 2.9
set clk_io_pct 0.2

create_clock -name clk0 -period $clk_period

set non_clock_inputs [all_inputs -no_clocks]
set_input_delay [expr $clk_period * $clk_io_pct] -clock clk0 $non_clock_inputs
set_output_delay [expr $clk_period * $clk_io_pct] -clock clk0 [all_outputs]
```
**flow/design.v**
```verilog
module mux_32to1(out, in ,sel, enable);
output out;
input [31:0] in;
input [4:0] sel;
input enable;
wire [1:0]temp_out;
mux_16 m0(temp_out[0], in[15:0], sel[3:0], enable);
mux_16 m1(temp_out[1], in[31:16], sel[3:0], enable);
mux_2 m2(out, temp_out[1:0], sel[4],enable);
endmodule
module mux_16(out,in,sel,enable);
input [15:0] in;
input [3:0] sel;
input enable;
output out;
wire [3:0]t;
mux_4 m3(t[3],in[15:12], sel[1:0],enable);
mux_4 m2(t[2],in[11:8], sel[1:0],enable);
mux_4 m1(t[1],in[7:4], sel[1:0],enable);
mux_4 m0(t[0],in[3:0], sel[1:0],enable);
mux_4 m4(out,t[3:0], sel[3:2],enable);
endmodule
module mux_4(out, in, sel,enable);
input [3:0]in;
input [1:0] sel;
input enable;
output out;
wire [1:0] t;
mux_2 m0(t[0],in[1:0],sel[0],enable);
mux_2 m1(t[1],in[3:2],sel[0],enable);
mux_2 m2(out,t[1:0],sel[1],enable);
endmodule
module mux_2 (out, in, sel,enable);
input [1:0] in;
input sel;
input enable;
output out;
wire selb, t2, t1;
not G1 (selb,sel);
and G2 (t1,in[0],selb,enable);
and G3 (t2,in[1],sel,enable);
or G4 (out,t1,t2);
endmodule
```
==> results.toml <==
# implementation run metrics
[run]
maxCapViolCount = 0
log.warning_count = 32

[pwr]
p_leak_nw = 0.283
p_clk_share_pct = 0
power_frac_seq_pct = 0
p_sw_uw = 22.9
total_power_uw = 95.5
p_per_area_nw_per_um2 = 125
peakVddDrop_v = 0.0000336
p_comb_share_pct = 100.0
swShare_pct = 24.0
p_int_uw = 72.6

[global_routing]
grt_overflow = 0
grt_start_max_net_pins = 8
antenna_found_initial = 0
grt_pass1_vias = 455
grt_usage_pct = 4.15
grt_pass1_wl_um = 2170

[final_timing]
max_freq_mhz = 357
hold_violations = 0
tightestPinTransition_ns = 0.263
maxSlewViolCount = 0
setup_violations = 0
worst_slack_ns = 0.0953
slew_headroom_pct = 82.4
whs_ns = 1.99
finalCritPeriodShare_pct = 96.7
fin_crit_ns = 2.80
rsz0062_at_grt = "no"
setup_tns_ns = 0

[yosys]
yosys_cells = 23
yosysSeqAreaShare_pct = 0
syn_avg_cell_area_sq_um = 13.9
synth_cell_type_count = 15
yosys_area_sq_um = 320
yosys_warnings = 0
netlist_area_sq_um = 320
syn_inst = 23

[hold_path]
hp-class = "in -> out"

[floorplan]
die-area_sq_um = 6400
core_sq_um = 3420
die_x_um = 80
num_rows = 21
pin_count = 39
die-height_um = 80
initial_core_util_pct = 9.38

[drt]
drt_iter0_markers = 3
postRouteAntennaNets = 0
via_count = 378
wl_um = 1440
drc = 0
vias_per_cell = 3.47
antenna_cells = 0
firstDrtPassIters = 3
wl_per_cell_um = 13.2

[cts]
post_cts_buffers = 0
cts_hold_buf = 0

[worst_setup_path]
critical_path_peak_fanout = 1
max_stage_delay_ns = 0.50
critPathRequiredTime_ns = 2.32
cp_slowest_cell = "mux4_1"
worstSetupEndpointType = "primary output"
worstSetupPathType = "in -> out"
startpoint_type = "input port"
critical_path.cell_chain = "clkdlybuf4s50_1 -> mux4_1 -> mux2i_1 -> o221ai_1 -> and4b_1 -> dlygate4sd2_1"
arrival_ns = 2.22

[finish]
drive_above_1_share_pct = 23.8
final-comb-area_sq_um = 287
final.fill_count = 379
layout_top_cell = "clkdlybuf4s50_1"
area_delta_synth_final_pct = 138
n_clock_buffer = 0
seq_cells = 0
regArea_sq_um = 0
utilization_pct = 22.3
final_cell_mix = "35 x clkdlybuf4s50_1, 5 x mux4_2, 3 x buf_4"

[status]
status = "completed"

[placement]
gp_congestion = 0.828
place_hpwl_um = 1330
preCtsSetupSlack_ns = -0.486
portBuffers = 39
[worst max-delay path, delay by kind of cell]
kind	cells	cell delay, ns
AND-OR/OR-AND	1	0.12
buffers and inverters	2	0.63
multiplexers	2	0.69
AND/OR/NAND/NOR	1	0.20
[layout make-up]
type                            count  area share, %
Multi-Input combinational cell     20           37.5
Timing Repair Buffer               43           54.9
Tap cell                           46           7.54
[power groups by stage]
stage                 clock [mW]  sequential, mW  combinational (mW)
final                          0               0              0.0955
after global routing           0               0               0.103
after CTS                      0               0              0.0979
[routing by layer]
metal  routed length, um  GRT usage (%)  vias up
met2                 536           5.78       28
met4                   0              0        0
li1                    -              -      185
met1                 748           6.31      165
met3                 155           1.48        0
met5                   0              0        -
[cells in the mapped netlist, drive strengths merged]
| master | instances | area share, % |
|---|---|---|
| nand2 | 1 | 1.2 |
| nor2b | 1 | 4.3 |
| and4b | 1 | 3.1 |
| mux4 | 7 | 53 |
| mux2i | 2 | 6.3 |
| buf | 3 | 9.4 |
| o22ai | 1 | 2.0 |
| or2b | 1 | 2.7 |
| o221ai | 1 | 2.7 |
| nand3b | 1 | 2.3 |
| o21ai | 1 | 1.6 |
| mux2 | 2 | 7.0 |
| a2111oi | 1 | 4.7 |
[path summary, 6_finish.rpt]
path	startpoint	endpoint	cells after the start	slack (ns)
setup / recovery	in[21]	out	6	0.1
hold / removal	enable	out	3	1.99
[stage by stage]
stage,area (sq um),instances
2_1_floorplan,320,23
3_3_place_gp,768,109
3_5_place_dp,768,109
4_1_cts,766,109
5_1_grt,763,109
6_report,763,109
[what timing repair did]
item,4_1_cts,5_1_grt
cloned,0,0
resized,6,2
pin swaps,1,2
setup endpoints to repair,1,1
[kinds of logic (layout without fill, tap and decap cells)]
| family | after synthesis | count (layout) | share of synthesized area (%) |
|---|---|---|---|
| buf+inv | 3 | 43 | 9.38 |
| mux | 11 | 11 | 66.0 |
| compound gates | 4 | 4 | 10.9 |
| simple gates | 5 | 5 | 13.7 |
