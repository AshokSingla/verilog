===== flow/config.mk =====
export PLATFORM = sky130hd
export DESIGN_NAME = comparator_32
export DESIGN_NICKNAME = comparator_32
export VERILOG_FILES = /design/flow/design.v
export SDC_FILE = /design/flow/constraint.sdc
export NUM_CORES = 4
export LEC_CHECK = 1
export CORE_AREA = 10 10 92 92
export DIE_AREA = 0 0 102 102

===== flow/constraint.sdc =====
current_design comparator_32

set clk_period 6.6
set clk_io_pct 0.2

create_clock -name clk0 -period $clk_period

set non_clock_inputs [all_inputs -no_clocks]
set_input_delay [expr $clk_period * $clk_io_pct] -clock clk0 $non_clock_inputs
set_output_delay [expr $clk_period * $clk_io_pct] -clock clk0 [all_outputs]

===== flow/design.v =====
module comparator_32(output a_eq_b, a_gr_b, a_ls_b,
                     input [31:0] a, b);
assign a_eq_b = (a[31]~^b[31]) & (a[30]~^b[30]) & (a[29]~^b[29]) & (a[28]~^b[28]) & (a[27]~^b[27]) &
                (a[26]~^b[26]) & (a[25]~^b[25]) & (a[24]~^b[24]) & (a[23]~^b[23]) & (a[22]~^b[22]) &
                (a[21]~^b[21]) & (a[20]~^b[20]) & (a[19]~^b[19]) & (a[18]~^b[18]) & (a[17]~^b[17]) &
                (a[16]~^b[16]) & (a[15]~^b[15]) & (a[14]~^b[14]) & (a[13]~^b[13]) & (a[12]~^b[12]) & 
                (a[11]~^b[11]) & (a[10]~^b[10]) & (a[9]~^b[9]) & (a[8]~^b[8]) & (a[7]~^b[7]) & (a[6]~^b[6]) &
                (a[5]~^b[5]) & (a[4]~^b[4]) & (a[3]~^b[3]) & (a[2]~^b[2]) & (a[1]~^b[1]) & (a[0]~^b[0]);
assign a_gr_b = (a[31]&(~b[31])) | 
                (a[31]~^b[31])&(a[30]&(~b[30]) |
                (a[30]~^b[30])&(a[29]&(~b[29]) |
                (a[29]~^b[29])&(a[28]&(~b[28]) |
                (a[28]~^b[28])&(a[27]&(~b[27]) |
                (a[27]~^b[27])&(a[26]&(~b[26]) |
                (a[26]~^b[26])&(a[25]&(~b[25]) |
                (a[25]~^b[25])&(a[24]&(~b[24]) |
                (a[24]~^b[24])&(a[23]&(~b[23]) |
                (a[23]~^b[23])&(a[22]&(~b[22]) |
                (a[22]~^b[22])&(a[21]&(~b[21]) |
                (a[21]~^b[21])&(a[20]&(~b[20]) |
                (a[20]~^b[20])&(a[19]&(~b[19]) |
                (a[19]~^b[19])&(a[18]&(~b[18]) |
                (a[18]~^b[18])&(a[17]&(~b[17]) |
                (a[17]~^b[17])&(a[16]&(~b[16]) |
                (a[16]~^b[16])&(a[15]&(~b[15]) |
                (a[15]~^b[15])&(a[14]&(~b[14]) |
                (a[14]~^b[14])&(a[13]&(~b[13]) |
                (a[13]~^b[13])&(a[12]&(~b[12]) |
                (a[12]~^b[12])&(a[11]&(~b[11]) |
                (a[11]~^b[11])&(a[10]&(~b[10]) |
                (a[10]~^b[10])&(a[9]&(~b[9]) |
                (a[9]~^b[9])&(a[8]&(~b[8]) |
                (a[8]~^b[8])&(a[7]&(~b[7]) |
                (a[7]~^b[7])&(a[6]&(~b[6]) |
                (a[6]~^b[6])&(a[5]&(~b[5]) |
                (a[5]~^b[5])&(a[4]&(~b[4]) |
                (a[4]~^b[4])&(a[3]&(~b[3]) |
                (a[3]~^b[3])&(a[2]&(~b[2]) |
                (a[2]~^b[2])&(a[1]&(~b[1]) |
                (a[1]~^b[1])&(a[0]&(~b[0])
                )))))))))))))))))))))))))))))));
assign a_ls_b = (~a[31]&(b[31])) | 
                (a[31]~^b[31])&(~a[30]&(b[30]) |
                (a[30]~^b[30])&(~a[29]&(b[29]) |
                (a[29]~^b[29])&(~a[28]&(b[28]) |
                (a[28]~^b[28])&(~a[27]&(b[27]) |
                (a[27]~^b[27])&(~a[26]&(b[26]) |
                (a[26]~^b[26])&(~a[25]&(b[25]) |
                (a[25]~^b[25])&(~a[24]&(b[24]) |
                (a[24]~^b[24])&(~a[23]&(b[23]) |
                (a[23]~^b[23])&(~a[22]&(b[22]) |
                (a[22]~^b[22])&(~a[21]&(b[21]) |
                (a[21]~^b[21])&(~a[20]&(b[20]) |
                (a[20]~^b[20])&(~a[19]&(b[19]) |
                (a[19]~^b[19])&(~a[18]&(b[18]) |
                (a[18]~^b[18])&(~a[17]&(b[17]) |
                (a[17]~^b[17])&(~a[16]&(b[16]) |
                (a[16]~^b[16])&(~a[15]&(b[15]) |
                (a[15]~^b[15])&(~a[14]&(b[14]) |
                (a[14]~^b[14])&(~a[13]&(b[13]) |
                (a[13]~^b[13])&(~a[12]&(b[12]) |
                (a[12]~^b[12])&(~a[11]&(b[11]) |
                (a[11]~^b[11])&(~a[10]&(b[10]) |
                (a[10]~^b[10])&(~a[9]&(b[9]) |
                (a[9]~^b[9])&(~a[8]&(b[8]) |
                (a[8]~^b[8])&(~a[7]&(b[7]) |
                (a[7]~^b[7])&(~a[6]&(b[6]) |
                (a[6]~^b[6])&(~a[5]&(b[5]) |
                (a[5]~^b[5])&(~a[4]&(b[4]) |
                (a[4]~^b[4])&(~a[3]&(b[3]) |
                (a[3]~^b[3])&(~a[2]&(b[2]) |
                (a[2]~^b[2])&(~a[1]&(b[1]) |
                (a[1]~^b[1])&(~a[0]&(b[0])
                )))))))))))))))))))))))))))))));
endmodule

===== flow/run.sh =====
#!/bin/bash
# OpenROAD 26Q1-2900-gdf79404cd8, Yosys 0.63+post, stock flow scripts
make -C /OpenROAD-flow-scripts/flow DESIGN_CONFIG=/design/flow/config.mk WORK_HOME=/design/flow/orfs finish

==> impl_metrics.json <==
{
  "status": "finished, final reports clean",
  "antennaDiodeCount": 0,
  "power.switching_uw": 52.7,
  "ys_seq_share": 0,
  "setup.worst_path.start_class": "input port",
  "crit_type": "in2out",
  "vias": 1538,
  "ir_drop_uv": 19.5,
  "mostFrequentLayoutCell": "clkdlybuf4s50_1",
  "crit_arrival_ns": 3.64,
  "tns_ns": 0,
  "fillers": 661,
  "syn_inst": 209,
  "ys_cells": 209,
  "power.internal_uw": 72.0,
  "numPortBuffers": 67,
  "maxCapViolCount": 0,
  "synth.cell_area_um2": 1600,
  "final_max_slew_viol_count": 0,
  "syn_to_final_growth_pct": 48.1,
  "power_leakage_uw": 0.00130,
  "swShare": 0.423,
  "layout_min_cycle_time_ns": 4.96,
  "initCoreUtil": 0.247,
  "critPathCaptureType": "primary output",
  "synth.distinct_cells": 26,
  "drc": 0,
  "syn_area_per_cell_um2": 7.63,
  "grt_antenna_before_repair": 0,
  "hold_buffers": 0,
  "yosysChipArea_um2": 1600,
  "chipArea_um2": 10400,
  "drive_above_1_share": 0.0217,
  "power_frac_clock": 0,
  "fin_hold_ws_ns": 3.92,
  "grt_max_degree": 8,
  "num_rows": 29,
  "fmax_mhz": 202,
  "whs_path_depth": 6,
  "regArea_um2": 0,
  "wl_um": 4320,
  "path_max_fanout": 3,
  "tightest_slew_ns": 0.580,
  "seq_cells": 0,
  "hold_viol": 0,
  "grt_pass1_wl_um": 7110,
  "cts_setup_buffers": 0,
  "dp_hpwl_um": 4140,
  "pin_count": 67,
  "wire_per_inst_um": 12.2,
  "pre_cts_ws_ns": 1.61,
  "synth-warning-count": 0,
  "setup_viol": 0,
  "power_density_nw_per_um2": 52.8,
  "die_y_um": 102,
  "grt_pass1_vias": 1606,
  "overflow": 0,
  "hold_end": "a_eq_b",
  "cts_resized": 0,
  "power_frac_seq": 0,
  "max-slew-margin-rel": 0.603,
  "clock_buffer_count": 0,
  "power.share.combinational": 1.000,
  "vias_per_cell": 4.36,
  "place.gp.congestion": 0.817,
  "die_x_um": 102,
  "drt_iter0_markers": 19,
  "coreArea_um2": 6460,
  "cp.required_ns": 5.28,
  "drtAntennaViolNets": 0,
  "finalClockPeriodUsage": 0.751,
  "grtUsageTotal": 0.0819,
  "firstDrtPassIters": 4,
  "logic_area_um2": 1350,
  "rsz0062_at_grt": "no",
  "hold_path_class": "in2out",
  "layout_top_cells": "clkdlybuf4s50_1 (67), inv_1 (66), ha_1 (64)",
  "hp-start": "a[5]",
  "warning_count": 64,
  "setup_ws_ns": 1.64
}
## synth_stat cells (2+ instances only)
cell type / number / area (um^2)
o211ai_1: 4 / 30.0
inv_1: 66 / 248
a221oi_1: 2 / 17.5
a211o_1: 2 / 17.5
a2111oi_0: 6 / 52.6
or3_1: 2 / 12.5
o21a_1: 8 / 60.1
o31ai_1: 2 / 15.0
a21oi_1: 6 / 30.0
a21o_1: 8 / 60.1
a2111o_1: 2 / 22.5
nand4_2: 2 / 25.0
o21ai_0: 10 / 50.1
ha_1: 64 / 801
nand4_1: 5 / 31.3
nor2_1: 5 / 18.8
o22a_1: 2 / 17.5
nand3_1: 4 / 20.0
a211oi_1: 2 / 15.0
## per-stage QoR
stage          instances  area, um^2  power (uW)  utilization
2_1_floorplan        209        1600        61.3            -
3_3_place_gp         353        2360         126        0.366
3_5_place_dp         353        2360         127        0.366
4_1_cts              353        2360         127        0.366
5_1_grt              353        2360         143        0.366
6_report             353        2360         125        0.366
## cell families (layout without fill, tap and decap cells)
| logic type | count (synthesis) | in the layout | synth area share |
|---|---|---|---|
| adder cells (fa/ha/maj) | 64 | 64 | 0.502 |
| buffers and inverters | 66 | 133 | 0.155 |
| AND/OR/NAND/NOR | 25 | 25 | 0.0996 |
| AND-OR/OR-AND | 54 | 54 | 0.243 |
## layer usage
layer | global-route usage | wire length (um) | up-vias
li1 | - | - | 845
met1 | 0.107 | 1990 | 660
met2 | 0.140 | 1990 | 33
met3 | 0.0225 | 343 | 0
met4 | 0 | 0 | 0
met5 | 0 | 0 | -
## worst max-delay path, stage by stage
cell and delay (ns):
clkdlybuf4s50_1 0.48, inv_1 0.05, ha_1 0.30, and3_1 0.23, o21ai_0 0.17, o21ai_0 0.24, a21oi_1 0.08, o31ai_1 0.23
clkdlybuf4s50_1 0.53
## final cells by class
cell class	instances	share of cell area
Tap cell	77	0.0408
Timing Repair Buffer	67	0.284
Multi-Input combinational cell	143	0.570
Inverter	66	0.105
## how the worst max path moves through the flow
stage / from / end / slack (ns) / cells after the start
global route: a[3] / a_gr_b / 1.47 / 9
CTS: a[24] / a_eq_b / 1.61 / 9
finish: a[14] / a_gr_b / 1.64 / 9
## power by group through the flow
stage | registers, uW | clock network [uW] | logic, uW
6_report | 0 | 0 | 125
5_1_grt | 0 | 0 | 143
4_1_cts | 0 | 0 | 127
Power figures rest on the tool's default switching activity, not on a simulated workload.
